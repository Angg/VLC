==> design/flow/design.v <==
`timescale 1ns / 1ps
module BRAM_buff_1_srp (clk, we, en, addr, di, dout);
input clk;
input we;
input en;
input [11:0] addr;
input signed [7:0] di;
output signed [7:0] dout;
reg signed [7:0] RAM [0:2239];
reg signed [7:0] dout;
always @(posedge clk)
begin
    if (en)
        begin
            if (we)
                begin
                    RAM[addr] <= di;
                    dout <= di;
                end
            else
                dout <= RAM[addr];
        end
end
endmodule
==> design/flow/run.sh <==
#!/bin/bash
# OpenROAD 26Q1-2900-gdf79404cd8, Yosys 0.63+post, stock flow scripts
make -C /OpenROAD-flow-scripts/flow DESIGN_CONFIG=/design/flow/config.mk WORK_HOME=/design/flow/orfs finish
==> design/flow/config.mk <==
export PLATFORM = sky130hd
export DESIGN_NAME = BRAM_buff_1_srp
export DESIGN_NICKNAME = BRAM_buff_1_srp
export VERILOG_FILES = /design/flow/design.v
export SDC_FILE = /design/flow/constraint.sdc
export NUM_CORES = 4
export LEC_CHECK = 1
export CORE_UTILIZATION = 50
export SYNTH_MEMORY_MAX_BITS = 65536
==> design/flow/constraint.sdc <==
current_design BRAM_buff_1_srp

set clk_period 238.0
set clk_io_pct 0.2

create_clock -name clk0 -period $clk_period [get_ports {clk}]

set non_clock_inputs [all_inputs -no_clocks]
set_input_delay [expr $clk_period * $clk_io_pct] -clock clk0 $non_clock_inputs
set_output_delay [expr $clk_period * $clk_io_pct] -clock clk0 [all_outputs]
==> flow_metrics.env <==
# source this file to load flow results
export IMPL_status="finished, violations left"
export IMPL_cts_resized=0
export IMPL_timing_final_hold_violations=0
export IMPL_portBuffers=30
export IMPL_grt_overflow_total=0
export IMPL_ys_flop_type="edfxtp_1"
export IMPL_synth_edff_count=17928
export IMPL_drtAntennaViolNets=0
export IMPL_end_kind="flop"
export IMPL_cts_clk_slew_worst_paths_ns=0.06
export IMPL_ys_chip_area_um2=675000
export IMPL_post_drt_via_cell_ratio=6.84
export IMPL_dpl_hpwl_mm=1650
export IMPL_netlist_area_um2=675000
export IMPL_finalCritPeriodShare_pct=23.5
export IMPL_warning_count=126
export IMPL_cts_sinks=17928
export IMPL_grt_use_total_pct=43.3
export IMPL_num_rows=426
export IMPL_numSynthFlops=17928
export IMPL_timing_setup_tns_ns=0
export IMPL_place_area_um2=710000
export IMPL_cts_setup_buffers=0
export IMPL_drv_slew=14
export IMPL_drive_gt1_share_pct=17.0
export IMPL_synth_distinct_cells=87
export IMPL_max_freq_mhz=17.9
export IMPL_top_layer_used="met5"
export IMPL_die_area_um2=1360000
export IMPL_mux_area_share_pct=4.29
export IMPL_grt_pass1_wl_mm=3520
export IMPL_ys_cells=37789
export IMPL_stdcell_area_um2=769000
export IMPL_yosys_area_share_simple_pct=2.86
export IMPL_antenna_found_initial=446
export IMPL_path_class="primary input to flop"
export IMPL_syn_inst=37789
export IMPL_cap_violations=6
export IMPL_tightest_slew_ns=1.67
export IMPL_cp_start_kind="primary input"
export IMPL_skew_ns=0.122
export IMPL_postSynthSeqShare_pct=79.7
export IMPL_first_pass_iters=10
export IMPL_violations="max-capacitance violations, max-slew violations"
export IMPL_grt_pass1_vias=425021
export IMPL_fp_util_pct=50.2
export IMPL_chipWidth_mm=1.16
export IMPL_hp_class="flop to flop"
export IMPL_async_reset_ff_share_pct=0
export IMPL_clockBufferDepth=6
export IMPL_met2_length_mm=1100
export IMPL_grt_start_max_net_pins=150
export IMPL_ys_sh_adder_pct=0
export IMPL_htree_levels=7
export IMPL_rsz0062_at_grt="false"
export IMPL_drc=0
export IMPL_clkLatencyLatePin_ns=1.40
export IMPL_cts_buffers=1835
export IMPL_setup_viol=0
export IMPL_cts_root_buffer="clkbuf_16"
export IMPL_syn_area_per_cell_um2=17.9
export IMPL_synthToLayoutAreaGrowth_pct=13.8
export IMPL_peakVddDrop_v=0.00000697
export IMPL_arrival_ns=57.11
export IMPL_drtIter0Drc=34914
export IMPL_drt_met1_wl_mm=694
export IMPL_io_pins=31
export IMPL_slew_headroom_pct=-11.6
export IMPL_cp_max_fo=36
export IMPL_cts_tree="done"
export IMPL_critPathRequiredTime_ns=239.11
export IMPL_dr_wl_met3_mm=599
export IMPL_power_per_cell_area_nw_per_um2=8.58
export IMPL_place_gp_congestion=0.994
export IMPL_hold_buffers=0
export IMPL_synthAoiAreaFrac_pct=11.2
export IMPL_top_logic_kind="AND-OR/OR-AND gates"
export IMPL_drt_wl_total_mm=2630
export IMPL_xor_share_pct=0
export IMPL_synth_warnings=1
export IMPL_core_region_area_um2=1350000
export IMPL_die_h_mm=1.16
export IMPL_vias=411550
export IMPL_wire_per_inst_um=43.7
export IMPL_leakagePower_nw=238
export IMPL_min_period_ns=55.99
==> cells in the final DEF, fill, tap and decap left out, types with 347 or more instances in the layout <==
| cell type | count |
|---|---|
| a22o_1 | 672 |
| a21oi_1 | 1018 |
| a22oi_1 | 3477 |
| mux2i_1 | 948 |
| clkbuf_1 | 368 |
| buf_4 | 2859 |
| mux4_2 | 404 |
| edfxtp_1 | 17928 |
| nand4_1 | 350 |
| o22ai_1 | 487 |
| clkbuf_16 | 1859 |
| nand2_1 | 541 |
| nor2_1 | 2929 |
| a31oi_1 | 520 |
| diode_2 | 1082 |
| clkinv_2 | 347 |
| o21ai_0 | 622 |
| clkinv_1 | 447 |
| mux2_2 | 921 |
| a221oi_1 | 2166 |
==> logic make-up (layout without fill, tap and decap cells) <==
group,Yosys count,count (layout)
DFF,17928,17928
AOI/OAI and AO/OA,10073,10073
and+or+nand+nor,4577,4577
buffers and inverters,2935,6215
muxes,2276,2276
other,0,1082
==> synth_stat cells (127+ instances only) <==
library cell,instances,area share (%)
a22o_1,672,0.87
clkbuf_1,1129,0.63
a21oi_1,1022,0.76
o21ai_0,628,0.47
mux2i_1,948,1.4
mux4_2,404,1.3
a22oi_1,3477,3.9
a221o_1,263,0.39
nor4_1,127,0.12
edfxtp_1,17928,80
a41oi_1,145,0.19
nor3_1,146,0.11
nand4_1,350,0.32
buf_4,137,0.15
nand2_1,671,0.37
o22ai_1,487,0.45
buf_2,1069,0.79
nor2_1,2945,1.6
a221oi_1,2166,2.8
nand3_1,178,0.13
mux2_2,921,1.5
buf_1,540,0.30
a31oi_1,527,0.49
==> registers in the layout, summed over array words and instances, names as in the netlist <==
signal	count
RAM	17920
dout	8
==> final cells by class <==
class                      instances  area (µm²)
sequential                     17928      538000
antenna                         1082        2710
tap                            17976       22500
clock inverter                  1022        8390
timing repair buffer            2958       23300
multi-input combinational      16926      125000
fill                           97315      577000
clock buffer                    2227       47900
inverter                           8        68.8
==> worst max-delay path, stage by stage <==
cell      delay [ns]
buf_16          0.26
buf_4           0.59
buf_4           0.49
buf_4           0.51
buf_4           0.43
buf_4           0.55
buf_4           0.49
buf_4           0.62
buf_4           0.48
mux2_2          0.38
a221oi_1        0.28
o21ai_0         0.46
a22oi_1         0.32
o221ai_1        0.23
nor3_1          1.05
o22ai_1         0.19
nor4_1          1.22
buf_4           0.33
o22a_1          0.16
a41oi_1         0.11
==> per-layer routing <==
| metal | track usage (%) | vias up |
|---|---|---|
| met5 | 20.8 | - |
| met3 | 42.8 | 7954 |
| met2 | 53.0 | 38894 |
| li1 | - | 162456 |
| met1 | 42.8 | 201597 |
| met4 | 28.7 | 649 |
==> metrics by stage <==
step | hold WS [ns] | setup WS, ns | instances | power [mW] | util, %
2_1_floorplan | 0.798 | 187.33 | 37789 | 3.68 | -
3_3_place_gp | 1.22 | 181.02 | 55790 | 3.89 | 52.7
3_5_place_dp | 1.18 | 181.34 | 55794 | 3.89 | 52.7
4_1_cts | 1.20 | 182.82 | 59043 | 6.58 | 56.9
5_1_grt | 1.25 | 182.24 | 59673 | 6.72 | 57.0
6_report | 1.22 | 182.01 | 60127 | 6.59 | 57.1
==> power breakdown <==
group	internal, mW	switching (mW)	total [mW]
logic	0.0822	0.286	0.368
clock network	1.57	1.18	2.75
registers	3.47	0.000955	3.47
total	5.12	1.47	6.59
==> worst paths after layout <==
kind / startpoint / end / slack [ns] / depth (start not counted)
max: addr[2] / dout[3] / 182.01 / 20
min: RAM[2130][3] / dout[3] / 1.22 / 6
max reg2reg: RAM[370][3] / dout[3] / 232.15 / 11
min reg2reg: RAM[2130][3] / dout[3] / 1.22 / 6
Power and IR drop assume default switching activity.
