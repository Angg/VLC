===== flow/run.sh =====
#!/bin/bash
# OpenROAD 26Q1-2900-gdf79404cd8, Yosys 0.63+post, stock flow scripts
make -C /OpenROAD-flow-scripts/flow DESIGN_CONFIG=/design/flow/config.mk WORK_HOME=/design/flow/orfs finish

===== flow/config.mk =====
export PLATFORM = sky130hd
export DESIGN_NAME = BRAM_out_buff_asm
export DESIGN_NICKNAME = BRAM_out_buff_asm
export VERILOG_FILES = /design/flow/design.v
export SDC_FILE = /design/flow/constraint.sdc
export NUM_CORES = 4
export LEC_CHECK = 1
export CORE_UTILIZATION = 50
export SYNTH_MEMORY_MAX_BITS = 65536

===== flow/constraint.sdc =====
current_design BRAM_out_buff_asm

set clk_period 34.2
set clk_io_pct 0.2

create_clock -name clk0 -period $clk_period [get_ports {clk}]

set non_clock_inputs [all_inputs -no_clocks]
set_input_delay [expr $clk_period * $clk_io_pct] -clock clk0 $non_clock_inputs
set_output_delay [expr $clk_period * $clk_io_pct] -clock clk0 [all_outputs]

===== flow/design.v =====
`timescale 1ns / 1ps
module BRAM_out_buff_asm (clk, we, en, addr, di, dout);
input clk;
input we;
input en;
input [10:0] addr;
input [7:0] di;
output [7:0] dout;
reg[7:0] RAM [0:1119];
reg[7:0] dout;
initial
begin
    RAM[0]=8'hE4;  RAM[1]=8'hFE;  RAM[2]=8'h05;  RAM[3]=8'hFD;  RAM[4]=8'h04;  RAM[5]=8'hFE;  RAM[6]=8'h04;  RAM[7]=8'h00;
    RAM[8]=8'h02;  RAM[9]=8'h00;  RAM[10]=8'h00;  RAM[11]=8'h03;  RAM[12]=8'hFF;  RAM[13]=8'h06;  RAM[14]=8'hFC;  RAM[15]=8'h06;
    RAM[16]=8'h1C;  RAM[17]=8'h06;  RAM[18]=8'hFC;  RAM[19]=8'h06;  RAM[20]=8'hFF;  RAM[21]=8'h03;  RAM[22]=8'h00;  RAM[23]=8'h00;
    RAM[24]=8'h02;  RAM[25]=8'h00;  RAM[26]=8'h04;  RAM[27]=8'hFE;  RAM[28]=8'h04;  RAM[29]=8'hFD;  RAM[30]=8'h05;  RAM[31]=8'hFE;
    RAM[32]=8'hE4;  RAM[33]=8'hFE;  RAM[34]=8'h03;  RAM[35]=8'hFF;  RAM[36]=8'h02;  RAM[37]=8'h00;  RAM[38]=8'h02;  RAM[39]=8'h00;
    RAM[40]=8'h02;  RAM[41]=8'h00;  RAM[42]=8'h02;  RAM[43]=8'hFF;  RAM[44]=8'h03;  RAM[45]=8'hFE;  RAM[46]=8'h04;  RAM[47]=8'hFE;
    RAM[48]=8'hE4;  RAM[49]=8'hFE;  RAM[50]=8'h04;  RAM[51]=8'hFE;  RAM[52]=8'h03;  RAM[53]=8'hFF;  RAM[54]=8'h02;  RAM[55]=8'h00;
    RAM[56]=8'h02;  RAM[57]=8'h00;  RAM[58]=8'h02;  RAM[59]=8'h00;  RAM[60]=8'h02;  RAM[61]=8'hFF;  RAM[62]=8'h03;  RAM[63]=8'hFE;  
    RAM[64]=8'hE4;  RAM[65]=8'hFE;  RAM[66]=8'h05;  RAM[67]=8'hFD;  RAM[68]=8'h04;  RAM[69]=8'hFE;  RAM[70]=8'h04;  RAM[71]=8'h00;
    RAM[72]=8'h02;  RAM[73]=8'h00;  RAM[74]=8'h00;  RAM[75]=8'h03;  RAM[76]=8'hFF;  RAM[77]=8'h06;  RAM[78]=8'hFC;  RAM[79]=8'h06;  
    RAM[80]=8'hE4;  RAM[81]=8'hFE;  RAM[82]=8'h05;  RAM[83]=8'hFD;  RAM[84]=8'h04;  RAM[85]=8'hFE;  RAM[86]=8'h04;  RAM[87]=8'h00;
    RAM[88]=8'h02;  RAM[89]=8'h00;  RAM[90]=8'h00;  RAM[91]=8'h03;  RAM[92]=8'hFF;  RAM[93]=8'h06;  RAM[94]=8'hFC;  RAM[95]=8'h06;
    RAM[96]=8'h1C;  RAM[97]=8'h06;  RAM[98]=8'hFC;  RAM[99]=8'h06;  RAM[100]=8'hFF;  RAM[101]=8'h03;  RAM[102]=8'h00;  RAM[103]=8'h00;
    RAM[104]=8'h02;  RAM[105]=8'h00;  RAM[106]=8'h04;  RAM[107]=8'hFE;  RAM[108]=8'h04;  RAM[109]=8'hFD;  RAM[110]=8'h05;  RAM[111]=8'hFE;
    RAM[112]=8'hE4;  RAM[113]=8'hFE;  RAM[114]=8'h03;  RAM[115]=8'hFF;  RAM[116]=8'h02;  RAM[117]=8'h00;  RAM[118]=8'h02;  RAM[119]=8'h00;
    RAM[120]=8'h02;  RAM[121]=8'h00;  RAM[122]=8'h02;  RAM[123]=8'hFF;  RAM[124]=8'h03;  RAM[125]=8'hFE;  RAM[126]=8'h04;  RAM[127]=8'hFE;
    RAM[128]=8'hE4;  RAM[129]=8'hFE;  RAM[130]=8'h04;  RAM[131]=8'hFE;  RAM[132]=8'h03;  RAM[133]=8'hFF;  RAM[134]=8'h02;  RAM[135]=8'h00;
    RAM[136]=8'h02;  RAM[137]=8'h00;  RAM[138]=8'h02;  RAM[139]=8'h00;  RAM[140]=8'h02;  RAM[141]=8'hFF;  RAM[142]=8'h03;  RAM[143]=8'hFE;  
    RAM[144]=8'hE4;  RAM[145]=8'hFE;  RAM[146]=8'h05;  RAM[147]=8'hFD;  RAM[148]=8'h04;  RAM[149]=8'hFE;  RAM[150]=8'h04;  RAM[151]=8'h00;
    RAM[152]=8'h02;  RAM[153]=8'h00;  RAM[154]=8'h00;  RAM[155]=8'h03;  RAM[156]=8'hFF;  RAM[157]=8'h06;  RAM[158]=8'hFC;  RAM[159]=8'h06;  
    RAM[160]=8'b00001101;  RAM[161]=8'b00001101;  RAM[162]=8'b00001101;  RAM[163]=8'b00001101;  RAM[164]=8'b00001101;  RAM[165]=8'b00001101;  RAM[166]=8'b00001101;  RAM[167]=8'b00001101;  
    RAM[168]=8'b00001101;  RAM[169]=8'b00001101;  RAM[170]=8'b00001101;  RAM[171]=8'b00001101;  RAM[172]=8'b00001101;  RAM[173]=8'b00001101;  RAM[174]=8'b00001101;  RAM[175]=8'b00001101;  
    RAM[176]=8'b00001101;  RAM[177]=8'b00001101;  RAM[178]=8'b00001101;  RAM[179]=8'b00001101;  RAM[180]=8'b00001101;  RAM[181]=8'b00001101;  RAM[182]=8'b00001101;  RAM[183]=8'b00001101;  
    RAM[184]=8'b00001101;  RAM[185]=8'b00001101;  RAM[186]=8'b00001101;  RAM[187]=8'b00001101;  RAM[188]=8'b00001101;  RAM[189]=8'b00001101;  RAM[190]=8'b00001101;  RAM[191]=8'b00001101;  
    RAM[192]=8'b00001101;  RAM[193]=8'b00001101;  RAM[194]=8'b00001101;  RAM[195]=8'b00001101;  RAM[196]=8'b00001101;  RAM[197]=8'b00001101;  RAM[198]=8'b00001101;  RAM[199]=8'b00001101;  
    RAM[200]=8'b00001101;  RAM[201]=8'b00001101;  RAM[202]=8'b00001101;  RAM[203]=8'b00001101;  RAM[204]=8'b00001101;  RAM[205]=8'b00001101;  RAM[206]=8'b00001101;  RAM[207]=8'b00001101;  
    RAM[208]=8'b00001101;  RAM[209]=8'b00001101;  RAM[210]=8'b00001101;  RAM[211]=8'b00001101;  RAM[212]=8'b00001101;  RAM[213]=8'b00001101;  RAM[214]=8'b00001101;  RAM[215]=8'b00001101;  
    RAM[216]=8'b00001101;  RAM[217]=8'b00001101;  RAM[218]=8'b00001101;  RAM[219]=8'b00001101;  RAM[220]=8'b00001101;  RAM[221]=8'b00001101;  RAM[222]=8'b00001101;  RAM[223]=8'b00001101;  
    RAM[224]=8'b00001101;  RAM[225]=8'b00001101;  RAM[226]=8'b00001101;  RAM[227]=8'b00001101;  RAM[228]=8'b00001101;  RAM[229]=8'b00001101;  RAM[230]=8'b00001101;  RAM[231]=8'b00001101;  
    RAM[232]=8'b00001101;  RAM[233]=8'b00001101;  RAM[234]=8'b00001101;  RAM[235]=8'b00001101;  RAM[236]=8'b00001101;  RAM[237]=8'b00001101;  RAM[238]=8'b00001101;  RAM[239]=8'b00001101;   
    RAM[240]=8'hE4;  RAM[241]=8'hFE;  RAM[242]=8'h05;  RAM[243]=8'hFD;  RAM[244]=8'h04;  RAM[245]=8'hFE;  RAM[246]=8'h04;  RAM[247]=8'h00;
    RAM[248]=8'h02;  RAM[249]=8'h00;  RAM[250]=8'h00;  RAM[251]=8'h03;  RAM[252]=8'hFF;  RAM[253]=8'h06;  RAM[254]=8'hFC;  RAM[255]=8'h06;
    RAM[256]=8'h1C;  RAM[257]=8'h06;  RAM[258]=8'hFC;  RAM[259]=8'h06;  RAM[260]=8'hFF;  RAM[261]=8'h03;  RAM[262]=8'h00;  RAM[263]=8'h00;
    RAM[264]=8'h02;  RAM[265]=8'h00;  RAM[266]=8'h04;  RAM[267]=8'hFE;  RAM[268]=8'h04;  RAM[269]=8'hFD;  RAM[270]=8'h05;  RAM[271]=8'hFE;
    RAM[272]=8'hE4;  RAM[273]=8'hFE;  RAM[274]=8'h03;  RAM[275]=8'hFF;  RAM[276]=8'h02;  RAM[277]=8'h00;  RAM[278]=8'h02;  RAM[279]=8'h00;
    RAM[280]=8'h02;  RAM[281]=8'h00;  RAM[282]=8'h02;  RAM[283]=8'hFF;  RAM[284]=8'h03;  RAM[285]=8'hFE;  RAM[286]=8'h04;  RAM[287]=8'hFE;
    RAM[288]=8'hE4;  RAM[289]=8'hFE;  RAM[290]=8'h04;  RAM[291]=8'hFE;  RAM[292]=8'h03;  RAM[293]=8'hFF;  RAM[294]=8'h02;  RAM[295]=8'h00;
    RAM[296]=8'h02;  RAM[297]=8'h00;  RAM[298]=8'h02;  RAM[299]=8'h00;  RAM[300]=8'h02;  RAM[301]=8'hFF;  RAM[302]=8'h03;  RAM[303]=8'hFE;  
    RAM[304]=8'hE4;  RAM[305]=8'hFE;  RAM[306]=8'h05;  RAM[307]=8'hFD;  RAM[308]=8'h04;  RAM[309]=8'hFE;  RAM[310]=8'h04;  RAM[311]=8'h00;
    RAM[312]=8'h02;  RAM[313]=8'h00;  RAM[314]=8'h00;  RAM[315]=8'h03;  RAM[316]=8'hFF;  RAM[317]=8'h06;  RAM[318]=8'hFC;  RAM[319]=8'h06;  
    RAM[320]=8'b00001101;  RAM[321]=8'b00001101;  RAM[322]=8'b00001101;  RAM[323]=8'b00001101;  RAM[324]=8'b00001101;  RAM[325]=8'b00001101;  RAM[326]=8'b00001101;  RAM[327]=8'b00001101;  
    RAM[328]=8'b00001101;  RAM[329]=8'b00001101;  RAM[330]=8'b00001101;  RAM[331]=8'b00001101;  RAM[332]=8'b00001101;  RAM[333]=8'b00001101;  RAM[334]=8'b00001101;  RAM[335]=8'b00001101;  
    RAM[336]=8'b00001101;  RAM[337]=8'b00001101;  RAM[338]=8'b00001101;  RAM[339]=8'b00001101;  RAM[340]=8'b00001101;  RAM[341]=8'b00001101;  RAM[342]=8'b00001101;  RAM[343]=8'b00001101;  
    RAM[344]=8'b00001101;  RAM[345]=8'b00001101;  RAM[346]=8'b00001101;  RAM[347]=8'b00001101;  RAM[348]=8'b00001101;  RAM[349]=8'b00001101;  RAM[350]=8'b00001101;  RAM[351]=8'b00001101;  
    RAM[352]=8'b00001101;  RAM[353]=8'b00001101;  RAM[354]=8'b00001101;  RAM[355]=8'b00001101;  RAM[356]=8'b00001101;  RAM[357]=8'b00001101;  RAM[358]=8'b00001101;  RAM[359]=8'b00001101;  
    RAM[360]=8'b00001101;  RAM[361]=8'b00001101;  RAM[362]=8'b00001101;  RAM[363]=8'b00001101;  RAM[364]=8'b00001101;  RAM[365]=8'b00001101;  RAM[366]=8'b00001101;  RAM[367]=8'b00001101;  
    RAM[368]=8'b00001101;  RAM[369]=8'b00001101;  RAM[370]=8'b00001101;  RAM[371]=8'b00001101;  RAM[372]=8'b00001101;  RAM[373]=8'b00001101;  RAM[374]=8'b00001101;  RAM[375]=8'b00001101;  
    RAM[376]=8'b00001101;  RAM[377]=8'b00001101;  RAM[378]=8'b00001101;  RAM[379]=8'b00001101;  RAM[380]=8'b00001101;  RAM[381]=8'b00001101;  RAM[382]=8'b00001101;  RAM[383]=8'b00001101;  
    RAM[384]=8'b00001101;  RAM[385]=8'b00001101;  RAM[386]=8'b00001101;  RAM[387]=8'b00001101;  RAM[388]=8'b00001101;  RAM[389]=8'b00001101;  RAM[390]=8'b00001101;  RAM[391]=8'b00001101;  
    RAM[392]=8'b00001101;  RAM[393]=8'b00001101;  RAM[394]=8'b00001101;  RAM[395]=8'b00001101;  RAM[396]=8'b00001101;  RAM[397]=8'b00001101;  RAM[398]=8'b00001101;  RAM[399]=8'b00001101;  
    RAM[400]=8'hE4;  RAM[401]=8'hFE;  RAM[402]=8'h05;  RAM[403]=8'hFD;  RAM[404]=8'h04;  RAM[405]=8'hFE;  RAM[406]=8'h04;  RAM[407]=8'h00;
    RAM[408]=8'h02;  RAM[409]=8'h00;  RAM[410]=8'h00;  RAM[411]=8'h03;  RAM[412]=8'hFF;  RAM[413]=8'h06;  RAM[414]=8'hFC;  RAM[415]=8'h06;
    RAM[416]=8'h1C;  RAM[417]=8'h06;  RAM[418]=8'hFC;  RAM[419]=8'h06;  RAM[420]=8'hFF;  RAM[421]=8'h03;  RAM[422]=8'h00;  RAM[423]=8'h00;
    RAM[424]=8'h02;  RAM[425]=8'h00;  RAM[426]=8'h04;  RAM[427]=8'hFE;  RAM[428]=8'h04;  RAM[429]=8'hFD;  RAM[430]=8'h05;  RAM[431]=8'hFE;
    RAM[432]=8'hE4;  RAM[433]=8'hFE;  RAM[434]=8'h03;  RAM[435]=8'hFF;  RAM[436]=8'h02;  RAM[437]=8'h00;  RAM[438]=8'h02;  RAM[439]=8'h00;
    RAM[440]=8'h02;  RAM[441]=8'h00;  RAM[442]=8'h02;  RAM[443]=8'hFF;  RAM[444]=8'h03;  RAM[445]=8'hFE;  RAM[446]=8'h04;  RAM[447]=8'hFE;
    RAM[448]=8'hE4;  RAM[449]=8'hFE;  RAM[450]=8'h04;  RAM[451]=8'hFE;  RAM[452]=8'h03;  RAM[453]=8'hFF;  RAM[454]=8'h02;  RAM[455]=8'h00;
    RAM[456]=8'h02;  RAM[457]=8'h00;  RAM[458]=8'h02;  RAM[459]=8'h00;  RAM[460]=8'h02;  RAM[461]=8'hFF;  RAM[462]=8'h03;  RAM[463]=8'hFE;  
    RAM[464]=8'hE4;  RAM[465]=8'hFE;  RAM[466]=8'h05;  RAM[467]=8'hFD;  RAM[468]=8'h04;  RAM[469]=8'hFE;  RAM[470]=8'h04;  RAM[471]=8'h00;
    RAM[472]=8'h02;  RAM[473]=8'h00;  RAM[474]=8'h00;  RAM[475]=8'h03;  RAM[476]=8'hFF;  RAM[477]=8'h06;  RAM[478]=8'hFC;  RAM[479]=8'h06;
end
always @(posedge clk)
begin
    if (en)
        begin
            if (we)
                begin
                    RAM[addr] <= di;
                    dout <= di;
                end
            else
                dout <= RAM[addr];
        end
end
endmodule

==> reports/metrics.yaml <==
cts:
  cts_buffers: 884
  postCtsSetupBuffers: 0
  clockBufferDepth: 4
  htree_levels: 6
  hold_buffers: 0
  post_cts_resized: 0
  clk_pin_slew_ps: 60
  clk_root_buffer_cell: "clkbuf_16"
  cts_tree: "done"
  clock-sinks: 8968
  worst_skew_pair.late_latency_ps: 1200
synth:
  mappedNetlistArea_mm2: 0.3460
  ys_sh_aoi_pct: 4.191
  ys_sh_mux_pct: 13.34
  ys_sh_xor_pct: 0
  flop_cell: "edfxtp_1"
  simple_gate_area_share_pct: 2.781
  async_reset_ff_share_pct: 0
  edf_count: 8968
  logic_family: "multiplexers"
  yosysCellCount: 18740
  top_area_cell: "edfxtp_1"
  synthCells: 18740
  yosysChipArea_mm2: 0.3460
  synth_cell_types: 75
  synth_top_area_share_pct: 77.83
  yosysWarningCount: 1
  adder_share_pct: 0
  ys_ff: 8968
  ys_seq_share_pct: 77.83
  topCellsByArea: "edfxtp_1 78%, mux2i_1 11%, o22ai_1 3.3%, mux4_2 2.5%, nor2_1 1.4%"
  postSynthAreaPerCell_um2: 18.46
timing:
  setup_viol: 0
  min_period_ps: 15390
  worst_slew_pin_slew_ps: 1342
  max_freq_mhz: 64.98
  timing.final.max_slew_violations: 0
  holdWs_ps: 1238
  tns_ps: 0
  final-hold-violation-count: 0
  finalCritPeriodShare_pct: 45.00
  max_slew_margin_pct: 9.380
  rsz0062_at_grt: "no"
  clock_skew_ps: 53.62
final_layout:
  syn_to_final_growth_pct: 12.20
  drive_above_1_share_pct: 13.51
  fillers: 50970
job:
  warning_count: 48
  cap_violations: 0
die:
  pin_count: 30
  fp_util_pct: 50.17
  chipArea_mm2: 0.6953
  die_x_um: 833.9
  die_h_um: 833.9
  row_count: 305
  fp.coreArea_mm2: 0.6896
setup_path:
  crit_path_end_kind: "flop"
  worstPathArrival_ps: 16270
  rr_startpoint: "RAM[483][5]"
  r2r_end: "dout[5]"
  required_ps: 35080
  r2r_cells: 8
  r2r_slack_ps: 29320
  critPathLaunchType: "input pin"
  crit_start: "addr[1]"
  crit_type: "input pin to flop"
  cp_max_fo: 67
pwr:
  switchingPower_uw: 4872
  p_seq_share_pct: 54.1
  comb_power_share_pct: 4.7
  p_per_area_mw_per_mm2: 57.64
  p_leak_uw: 0.1306
  switching_share_pct: 21.77
  ir_drop_v: 0.00005979
  clock_power_share_pct: 41.2
  p_int_uw: 17500
global_routing:
  antenna_found_initial: 82
  track_usage_pct: 34.54
  grt_max_degree: 116
  overflow: 0
  grt_pass1_wl_mm: 1487
  grt_pass1_vias: 191100
placed_design:
  routabilityCongestion: 0.9418
  dp_hpwl_mm: 665.7
  io_buffers: 29
min_path:
  hold_path_class: "flop to flop"
  holdPathStages: 4
  hp-start: "RAM[172][5]"
  hold_end: "dout[5]"
route:
  drc: 0
  ant_nets: 0
  firstDrtPassIters: 5
  vias: 183900
  routedWlPerCell_um: 36.19
  routed_via_density: 6.203
  routed_wl_mm: 1073
  drt_iter0_drc: 12770
run_status:
  outcome: "finished, final reports clean"
[how the worst max path moves through the flow]
stage              to  slack (ps)
CTS           dout[4]       19130
global route  dout[4]       18540
finish        dout[4]       18810
[stage by stage]
stage	instance area (µm²)	std cells	utilization (%)	total power [µW]	setup WS, ps
3_5_place_dp	360700	27880	52.31	13380	17870
5_1_grt	387900	29530	56.26	22920	18540
2_1_floorplan	346000	18740	-	12810	24530
6_report	388200	29640	56.30	22380	18810
3_3_place_gp	360700	27880	52.31	13370	17850
4_1_cts	387800	29490	56.24	22460	19130
[sequential cells by signal, summed over array words and instances, names as in the netlist]
signal  flops
dout        8
RAM      8960
[Yosys cell counts (53+ instances only)]
cell / number
a21oi_1: 60
buf_2: 611
o22ai_1: 1830
mux2i_1: 3743
nor4_1: 397
mux4_2: 381
nand4_1: 53
buf_4: 180
a22oi_1: 185
nand2_1: 350
buf_6: 54
clkbuf_1: 340
nor2_1: 1266
edfxtp_1: 8968
[cells in the final DEF (no fill, tap or decap), types with 12 or more instances in the layout]
master and n:
mux2i_1 3743, o21ai_0 34, diode_2 155, nand3_1 20, clkinv_1 236, clkbuf_16 893
mux4_2 381, inv_6 18, nand2_1 316, clkbuf_1 236, bufinv_16 46, nand4_1 53
a21oi_1 60, nor4_1 395, a221oi_1 19, clkinv_2 138, o211ai_1 14, buf_4 1077
edfxtp_1 8968, clkinv_8 17, nor2_1 1260, a31oi_1 18, clkdlybuf4s50_1 12, o22ai_1 1830
nor3_1 16, a22oi_1 185, nand2_4 33, buf_12 31
[layout make-up]
class / instances / area (µm²) / share of cell area (%)
diodes: 155 / 387.9 / 0.09991
clock buffers: 1129 / 23230 / 5.984
clock inverters: 479 / 3904 / 1.006
inverters: 4 / 20.02 / 0.005157
multi-input cells: 8560 / 70830 / 18.24
flip-flops and latches: 8968 / 269300 / 69.37
well taps: 9210 / 11520 / 2.968
repair buffers: 1135 / 9020 / 2.323
[power by group through the flow]
stage	registers, µW	logic [µW]	clock network [µW]
after CTS	12100	1050	9310
after global routing	12100	1100	9730
final	12100	1060	9210
[critical path: stages]
cell      delay (ps)
buf_16           240
buf_4            600
buf_4            680
buf_4            670
buf_4            670
buf_4            630
buf_12           440
buf_4            630
buf_4            600
buf_4            720
mux2i_1          300
o22ai_1          130
nor4_1           740
nand2_1          220
a22oi_1          510
a41oi_1          590
a211oi_1         420
o21ai_1          130
[per-layer routing]
metal	vias up	wire [µm]	GRT usage, %
met5	-	3344	3.054
met4	180	54730	13.73
met3	2172	203200	28.03
met2	11690	476600	46.21
met1	91960	334700	43.41
li1	77870	-	-
[cells by family (layout without fill, tap and decap cells)]
kind of cell | after synthesis | in the layout
AOI/OAI and AO/OA | 2254 | 2254
buffers and inverters | 1214 | 2747
DFF | 8968 | 8968
other | 0 | 155
and+or+nand+nor | 2171 | 2171
muxes | 4135 | 4135
Power is estimated from default activity; no workload was simulated.
