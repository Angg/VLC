### design/flow/config.mk
export PLATFORM = sky130hd
export DESIGN_NAME = BRAM_buff_rmv
export DESIGN_NICKNAME = BRAM_buff_rmv
export VERILOG_FILES = /design/flow/design.v
export SDC_FILE = /design/flow/constraint.sdc
export NUM_CORES = 4
export LEC_CHECK = 1
export CORE_UTILIZATION = 30
export SYNTH_MEMORY_MAX_BITS = 65536
### design/flow/constraint.sdc
current_design BRAM_buff_rmv

set clk_period 51.2
set clk_io_pct 0.2

create_clock -name clk0 -period $clk_period [get_ports {clk}]

set non_clock_inputs [all_inputs -no_clocks]
set_input_delay [expr $clk_period * $clk_io_pct] -clock clk0 $non_clock_inputs
set_output_delay [expr $clk_period * $clk_io_pct] -clock clk0 [all_outputs]
### design/flow/design.v
`timescale 1ns / 1ps
module BRAM_buff_rmv (clk, we, en, addr, di, dout);
input clk;
input we;
input en;
input [9:0] addr;
input [15:0] di;
output [15:0] dout;
reg[15:0] RAM [0:767];
reg[15:0] dout;
always @(posedge clk)
begin
    if (en)
        begin
            if (we)
                begin
                    RAM[addr] <= di;
                    dout <= di;
                end
            else
                dout <= RAM[addr];
        end
end
endmodule
### design/flow/run.sh
#!/bin/bash
# OpenROAD 26Q1-2900-gdf79404cd8, Yosys 0.63+post, stock flow scripts
make -C /OpenROAD-flow-scripts/flow DESIGN_CONFIG=/design/flow/config.mk WORK_HOME=/design/flow/orfs finish
==> impl_metrics.json <==
{
  "cts.reportedPaths.clkPinSlew_ps": 60,
  "grt_pass1_vias": 268000,
  "layout-drive-gt1-share": 0.202,
  "sinks_on_clock_net": 12300,
  "die_width_um": 1260,
  "cpMostUsedCell": "sky130_fd_sc_hd__buf_4",
  "routed_wire_length_per_instance_um": 34.6,
  "critPathTopFamily": "buffers and inverters",
  "drt_iter0_markers": 18700,
  "worst_setup_path_start_kind": "input port",
  "nFillCells": 143000,
  "timing.final.crit_period_ps": 17570,
  "timing.final.crit_share": 0.343,
  "core_area_um2": 1570000,
  "status": "complete, no violations",
  "worstPathCellList": "buf_16 > buf_4 > buf_4 > buf_4 > buf_12 > buf_4 > buf_4 > buf_4 > buf_12 > mux2i_1 > o21ai_0 > nor4_1 > buf_4 > nand4_1 > nand3_1 > nand3_1 > o32a_1",
  "gpl.final_weighted_congestion": 0.963,
  "postSynthCellCount": 23800,
  "boundaryPins": 45,
  "yosysWarningCount": 1,
  "warning_count": 59,
  "setup_repair_after_global_routing_missed_its_margin": "false",
  "cts_repair_resize_count": 0,
  "overflow": 0,
  "cap_viol_max_count": 0,
  "wire_length_of_the_first_global_routing_pass_um": 2210000,
  "detailedPlace.worstSlack_ps": 32660,
  "htree_num_levels": 7,
  "antenna_found_initial": 180,
  "setup-tns-final_ps": 0,
  "row_count": 460,
  "grt_use_total": 0.220,
  "crit_slowest_cell": "sky130_fd_sc_hd__nor4_1",
  "antenna_left": 0,
  "yosys_area_um2": 471000,
  "enable_flop_cells": 12300,
  "synth.ff_latch_count": 12300,
  "vdd_ir_drop_max_uv": 32.5,
  "initial_core_util": 0.301,
  "clock_skew_ps": 99.5,
  "timing.critical_path.fanout_max": 97,
  "syn2layout_area_growth_pct": 15.8,
  "timing.final.hold_violations": 0,
  "slew_headroom": 0.0858,
  "chipHeight_um": 1260,
  "timing.final.setup_violations": 0,
  "layout.cells.most_common": "sky130_fd_sc_hd__edfxtp_1",
  "hold_path_class": "flop to flop",
  "via_count": 252000,
  "drcViolationCount": 0,
  "postCtsSetupRepairBufs": 0,
  "firstDrtPassIters": 6,
  "die-area_um2": 1580000,
  "fin_util": 0.348,
  "place.detailed.hpwl_um": 1010000,
  "number_of_pins_with_negative_max_slew_slack_in_the_final_report": 0,
  "cts-root-buf": "sky130_fd_sc_hd__clkbuf_16",
  "sequential_fraction_of_the_synthesis_area": 0.784,
  "count_of_buffer_and_inverter_cells_on_the_critical_path": 10,
  "timing.critical_path.to_type": "flop",
  "worst_ep_required_time_ps": 52120,
  "setup_ws_ps": 33630,
  "grt_max_degree": 141,
  "ys.flop_type": "sky130_fd_sc_hd__edfxtp_1",
  "power.density_cell_area_nw_per_um2": 38.3,
  "final_layout_top_logic_cells": "sky130_fd_sc_hd__edfxtp_1, sky130_fd_sc_hd__mux2i_1, sky130_fd_sc_hd__buf_4",
  "syn_avg_cell_area_um2": 19.8,
  "p_leak_nw": 177,
  "post_drt_via_cell_ratio": 5.32,
  "cts_hold_buf": 0,
  "synth_cell_types": 80,
  "clockBufferDepth": 5,
  "drt-total-wl_um": 1640000,
  "clock.latency.late_pin_ps": 1210,
  "highest_achievable_clock_rate_ghz": 0.0569,
  "tritoncts": "built",
  "post_synth_instance_area_um2": 471000,
  "arrival_ps": 18490,
  "total_power_mw": 20.9,
  "worst_slew_pin_slew_ps": 1370,
  "cp_slowest_stage_delay_ps": 1010,
  "synth_stat.cells": 23800,
  "path_class": "input port to flop",
  "tritoncts.num_buffers": 1192,
  "port_buffers": 44,
  "synth_async_sr_flop_share": 0
}
==> final timing paths <==
| path | start | endpoint | slack, ps | cells after the start |
|---|---|---|---|---|
| max reg2reg | RAM[631][11]$_DFFE_PP_ | dout[11]$_DFFE_PP_ | 45880 | 8 |
| min | RAM[267][15]$_DFFE_PP_ | dout[15]$_DFFE_PP_ | 1130 | 7 |
| min reg2reg | RAM[267][15]$_DFFE_PP_ | dout[15]$_DFFE_PP_ | 1130 | 7 |
| max | addr[1] | dout[9]$_DFFE_PP_ | 33630 | 17 |
==> where the power goes <==
group / switching [mW] / leakage, nW / internal, mW
Sequential: 0.00806 / 111 / 11.1
Clock: 3.80 / 18.6 / 4.95
Combinational: 0.762 / 47.4 / 0.288
Total: 4.57 / 177 / 16.3
==> cell type report <==
cell class | instances | area (um2) | area share
Sequential cell | 12300 | 369000 | 0.677
Multi-Input combinational cell | 9989 | 95800 | 0.176
Clock buffer | 1453 | 31400 | 0.0575
Tap cell | 20800 | 26000 | 0.0477
Timing Repair Buffer | 1939 | 15200 | 0.0279
Clock inverter | 683 | 6900 | 0.0127
Antenna cell | 252 | 631 | 0.00116
Inverter | 8 | 60.1 | 0.000110
==> metal layers <==
| metal | global-route usage | part of all wire | vias up |
|---|---|---|---|
| met1 | 0.182 | 0.26 | 124000 |
| met2 | 0.306 | 0.44 | 22200 |
| li1 | - | - | 102000 |
| met5 | 0.0509 | 0.0055 | - |
| met4 | 0.127 | 0.071 | 239 |
| met3 | 0.229 | 0.23 | 4252 |
==> cells by family (layout without fill, tap and decap cells) <==
family,Yosys count,in the layout,share of synthesized area
buffers and inverters,1469,4083,0.0164
AND-OR/OR-AND,2808,2808,0.0391
other,0,252,0
AND/OR/NAND/NOR,2209,2209,0.0214
flip-flops,12300,12300,0.784
multiplexers,4972,4972,0.139
==> synthesized netlist by cell type (27+ instances only) <==
library cell,number,area share
sky130_fd_sc_hd__buf_6,68,0.0016
sky130_fd_sc_hd__buf_2,704,0.0075
sky130_fd_sc_hd__o21ai_0,268,0.0028
sky130_fd_sc_hd__a221oi_1,50,0.00093
sky130_fd_sc_hd__nand3_1,161,0.0017
sky130_fd_sc_hd__o2111ai_1,54,0.0010
sky130_fd_sc_hd__a22o_1,44,0.00082
sky130_fd_sc_hd__o211ai_1,65,0.0010
sky130_fd_sc_hd__o22ai_1,1544,0.021
sky130_fd_sc_hd__nor3_1,106,0.0011
sky130_fd_sc_hd__edfxtp_1,12300,0.78
sky130_fd_sc_hd__a22oi_1,332,0.0053
sky130_fd_sc_hd__mux2i_1,3712,0.079
sky130_fd_sc_hd__nor4_1,315,0.0042
sky130_fd_sc_hd__nand2_1,384,0.0031
sky130_fd_sc_hd__o221ai_1,27,0.00050
sky130_fd_sc_hd__buf_4,179,0.0029
sky130_fd_sc_hd__nor2_1,1047,0.0083
sky130_fd_sc_hd__a311oi_1,28,0.00052
sky130_fd_sc_hd__a21oi_1,143,0.0015
sky130_fd_sc_hd__nand4_1,94,0.0012
sky130_fd_sc_hd__a31oi_1,52,0.00069
sky130_fd_sc_hd__a211oi_1,106,0.0017
sky130_fd_sc_hd__clkbuf_1,424,0.0034
sky130_fd_sc_hd__mux4_2,1232,0.059
sky130_fd_sc_hd__buf_1,73,0.00058
==> through the flow <==
stage	area, um2	hold slack [ps]	std cells
after floorplan	471000	835	23800
after global placement	507000	1090	45000
after detailed placement	507000	1110	45000
after CTS	545000	1140	47200
after global routing	545000	1180	47300
final	545000	1130	47400
==> state kept, by name, indices dropped and copies added (netlist names) <==
register  count
RAM       12288
dout         16
==> worst min-delay path, stage by stage, from the launching register on <==
cell and delay (ps):
sky130_fd_sc_hd__edfxtp_1 320, sky130_fd_sc_hd__mux2i_1 60, sky130_fd_sc_hd__o22ai_1 120, sky130_fd_sc_hd__nor4_1 70, sky130_fd_sc_hd__nand2_1 70, sky130_fd_sc_hd__a311oi_1 90
sky130_fd_sc_hd__nand4_1 160, sky130_fd_sc_hd__o32a_1 170
Power figures rest on the tool's default switching activity, not on a simulated workload.
